File: flow/design.v
`timescale 1ns / 1ps
module division(
	output reg [15:0] Q,
	output reg [15:0] R,
	input [15:0] N,
	input [15:0] D);
	reg[4:0] i;
	always @(*) 
	begin
		i = 0;
		Q = 0;  
		R = 0;
		for(i = 16 ; i >= 1; i = i-1)  
		begin									 
			R = R << 1;  
			R[0] = N[i-1];  
			if(R >= D)     
			begin
				R = R - D;  
				Q[i-1] = 1;  
			end
		end
	end		
endmodule
`timescale 1ns / 1ps
module output_display(
	output reg[7:0] coded_out_o,
	output reg alert_o,
	input [15:0] temp_Q_i,
	input [15:0] temp_R_i,
	input [7:0] active_sensors_nr);
	reg[15:0] final_temp;  
	integer i; 
	always @(*)
	begin
	final_temp = 0;
	i = active_sensors_nr - temp_R_i - temp_R_i; 	 
	if(temp_Q_i >= 18 && temp_Q_i <= 26)	  
	begin		
		if(i <= 0)	  
		begin
			final_temp = temp_Q_i + 1; 	 
		end	
		else begin 
			final_temp = temp_Q_i; 	 
		end
	end
	else begin 
		final_temp = temp_Q_i; 	 
	end
	if(final_temp < 19)  	 
	begin 
	alert_o = 1;  	 
	coded_out_o = 1; 	 
	end
	if(final_temp > 26) 	 
	begin 
	alert_o = 1;
	coded_out_o = 255;
	end 
	case(final_temp) 	 
		19: begin
			 coded_out_o = 1;
			 alert_o = 0;	
			 end
		20: begin
			 coded_out_o = 3;
			 alert_o = 0;
			 end
		21: begin
			 coded_out_o = 7;
			 alert_o = 0;
			 end
		22: begin
			 coded_out_o = 15;
			 alert_o = 0;
			 end
		23: begin
			 coded_out_o = 31;
			 alert_o = 0;
			 end
		24: begin
			 coded_out_o = 63;
			 alert_o = 0;
			 end
		25: begin
			 coded_out_o = 127;
			 alert_o = 0;
			 end
		26: begin
			 coded_out_o = 255;
			 alert_o = 0;
			 end
endcase
end
endmodule
`timescale 1ns / 1ps
module sensors_input( temp_sum_o, nr_active_sensors_o,sensors_data_i,sensors_en_i);
	parameter width = 5; 
	output reg[15:0] temp_sum_o;
	output	reg[7:0] nr_active_sensors_o;
	input [8*width - 1:0] sensors_data_i;  
	input [width - 1:0] sensors_en_i;
	integer i; 
	always @(*)begin
		i = 0;  
		temp_sum_o = 0;  
		nr_active_sensors_o = 0;
		for(i = 0; i < width ; i = i+1)  
		begin
			if(sensors_en_i[i] == 1)
			begin
			nr_active_sensors_o = nr_active_sensors_o + sensors_en_i[i];
			temp_sum_o = temp_sum_o + sensors_data_i[8*i +: 8];  
			end																 
		end
	end		
endmodule
`timescale 1ns / 1ps
module temperature_top(led_output_o,alert_o,sensors_data_i,sensors_en_i);
	parameter width_1 = 5;  
	output [7:0] led_output_o;
	output alert_o;
	input [8* width_1 -1:0] sensors_data_i; 
   input [width_1 -1:0] sensors_en_i;
	wire [15:0] temp_sum_o;
	wire [7:0] nr_active_sensors_o;
	wire [15:0] Q;
   wire [15:0] R;
	wire [15:0] D;
	sensors_input #(.width(width_1))S(temp_sum_o, nr_active_sensors_o, sensors_data_i, sensors_en_i);  
	assign D = {8'b0,nr_active_sensors_o};  
	division D1(Q,R,temp_sum_o,D);  
	output_display O(led_output_o,alert_o,Q,R,nr_active_sensors_o);  
endmodule
File: flow/run.sh
#!/bin/bash
# OpenROAD 26Q1-2900-gdf79404cd8, Yosys 0.63+post, stock flow scripts
make -C /OpenROAD-flow-scripts/flow DESIGN_CONFIG=/design/flow/config.mk WORK_HOME=/design/flow/orfs finish
File: flow/config.mk
export PLATFORM = sky130hd
export DESIGN_NAME = temperature_top
export DESIGN_NICKNAME = temperature_top
export VERILOG_FILES = /design/flow/design.v
export SDC_FILE = /design/flow/constraint.sdc
export NUM_CORES = 4
export LEC_CHECK = 1
export CORE_UTILIZATION = 50
File: flow/constraint.sdc
current_design temperature_top

set clk_period 36.6
set clk_io_pct 0.2

create_clock -name clk0 -period $clk_period

set non_clock_inputs [all_inputs -no_clocks]
set_input_delay [expr $clk_period * $clk_io_pct] -clock clk0 $non_clock_inputs
set_output_delay [expr $clk_period * $clk_io_pct] -clock clk0 [all_outputs]
==> flow_summary.json <==
{
  "dieArea_mm2": 0.0304,
  "die_h_um": 174,
  "via_per_inst": 6.61,
  "min_period_ns": 54.43,
  "top_cells_by_area": "ha_1 11%, a21oi_1 5.5%, xnor2_1 5.0%, nor2_1 4.6%, o21ai_0 4.5%",
  "core.rowCount": 62,
  "slowest_delay_ns": 0.59,
  "fill_cells": 2535,
  "setup_ws_ns": -17.83,
  "top_area_cell": "ha_1",
  "ys_area_mm2": 0.0148,
  "max_freq_mhz": 18.4,
  "syn_area_mm2": 0.0148,
  "violations": "negative setup slack",
  "core_mm2": 0.0289,
  "status": "finished with violations",
  "fin_util_pct": 62.0,
  "setup_viol": 8,
  "synthDistinctLibCells": 121,
  "ys_ff": 8,
  "arrival_ns": 47.11,
  "syn_area_per_cell_um2": 6.88,
  "fp-utilization_pct": 51.3,
  "routedWlPerCell_um": 19.5,
  "port_buffers": 53,
  "place_ws_ns": -23.60,
  "drc": 0,
  "hold_viol": 0,
  "path_max_fanout": 13,
  "totalNegativeSetupSlack_ns": -138.82,
  "edf_count": 0,
  "dpl_cell_area_mm2": 0.0162,
  "fin_area_mm2": 0.0179,
  "areaGrowthSynthToFinish_pct": 20.9,
  "grt_first_pass_wirelength_um": 82600,
  "ff_type": "dlxtn_1",
  "die_w_um": 174,
  "worst_pin_slew_ns": 1.11,
  "crit_path_start_kind": "input port",
  "unclocked_regs": 8,
  "cts_hold_buf": 0,
  "dp.cells": 2568,
  "rsz0062_at_grt": "true",
  "grt_usage_pct": 33.4,
  "grt_overflow": 0,
  "final_cells": 2601,
  "dp_hpwl_um": 38400,
  "ant_nets": 0,
  "top_cell_area_share_pct": 11.3,
  "ys_cells": 2156,
  "slew_headroom_pct": 25.3,
  "fin_crit_sh_pct": 149,
  "ys_warn_count": 3,
  "untimed_endpoints": 8,
  "tool_warnings": 42,
  "antenna_cells": 0,
  "slowest_stage": "or4_4",
  "critPathRequiredTime_ns": 29.28,
  "drt_iter0_drc": 1149,
  "slew_viol_final": 0,
  "synthArstFlopShare_pct": 0,
  "antenna_found_initial": 0,
  "grt_pass1_vias": 15642,
  "crit_top_cell": "ha_4",
  "drt_pass1_iterations": 7,
  "grt_max_degree": 27,
  "worstSetupPathType": "input port to output port",
  "vias": 17180,
  "end_kind": "output port",
  "pin_count": 54,
  "synth_cells": 2156,
  "wirelength_um": 50700,
  "maxCapViolCount": 0,
  "place_congestion": 0.982,
  "drive_above_1_share_pct": 18.4
}
-- logic make-up (layout without fill, tap and decap cells) --
logic type | after synthesis | after routing | synth area share [%]
fa+ha+maj | 153 | 153 | 13.7
simple gates | 880 | 907 | 31.5
other cells | 2 | 27 | 0.0506
mux | 68 | 68 | 4.86
compound gates | 748 | 752 | 35.7
xor+xnor | 147 | 147 | 9.20
latches | 8 | 8 | 0.809
buf+inv | 150 | 155 | 4.14
-- layout make-up --
cell class                 count  area (um^2)  share of cell area [%]
sequential                     8          123                   0.683
multi-input combinational   2054        16300                    91.0
timing repair buffer          64          651                    3.63
timing repair inverter         1         8.76                  0.0488
tap                          384          480                    2.68
inverter                      90          358                    1.99
-- state kept, by name, summed over array words and instances, names as in the netlist --
signal and cells:
O.alert_o 1, O.coded_out_o 7
-- worst max-delay path by stage --
stage	from	cells after the start	to
CTS	sensors_en_i[0]	195	led_output_o[1]
global route	sensors_en_i[0]	193	led_output_o[1]
finish	sensors_en_i[0]	191	led_output_o[1]
-- cell usage after synthesis (25+ instances only) --
| cell | number |
|---|---|
| a211oi_1 | 42 |
| a21o_1 | 68 |
| a21oi_1 | 163 |
| a31oi_1 | 30 |
| and2_1 | 38 |
| and3_1 | 48 |
| clkbuf_1 | 30 |
| ha_1 | 134 |
| inv_1 | 86 |
| mux2_2 | 26 |
| mux2i_1 | 37 |
| nand2_1 | 174 |
| nand2b_1 | 50 |
| nand3_1 | 72 |
| nand4_1 | 29 |
| nor2_1 | 183 |
| nor2b_1 | 47 |
| nor3_1 | 75 |
| nor4_1 | 31 |
| o211ai_1 | 28 |
| o21a_1 | 25 |
| o21ai_0 | 133 |
| xnor2_1 | 85 |
| xor2_1 | 55 |
-- per-layer routing --
| layer | up-vias | part of all wire, % | GRT usage (%) |
|---|---|---|---|
| met2 | 607 | 47 | 57.0 |
| met4 | 0 | 1.6 | 3.80 |
| met5 | - | 0 | 0 |
| met3 | 77 | 5.9 | 3.16 |
| li1 | 8454 | - | - |
| met1 | 8042 | 46 | 47.2 |
-- critical path: cells and delay by family --
kind / cells / cell delay, ns
compound gates: 67 / 13.19
fa+ha+maj: 22 / 6.19
simple gates: 85 / 16.97
buf+inv: 10 / 1.36
latches: 1 / 0.38
xor+xnor: 2 / 0.34
mux: 4 / 1.17
-- timing repair --
action                     4_1_cts  5_1_grt
pin swaps                      149       57
setup endpoints to repair        8        8
setup buffers                    2        0
resized                        269       71
gates cloned                    34        0
-- cells in the final DEF (no fill, tap or decap), drive strengths merged, types with 57 or more instances in the layout --
| master | count |
|---|---|
| nor2 | 188 |
| nand2 | 177 |
| a21oi | 169 |
| o21ai | 146 |
| ha | 134 |
| inv | 87 |
| xnor2 | 86 |
| nor3 | 83 |
| nand3 | 78 |
| a21o | 68 |
| xor2 | 57 |
