## ./design.v

```verilog
`timescale 1ns / 1ps
module full_adder(
    output sum,
    output c_out,   
    input  a,
    input  b,
    input  c_in);    
	assign {c_out,sum} = a + b + c_in;
endmodule
module adder6(
	output [6:0] sum,
	input [5:0] a, b);
	full_adder ADD1 (sum[0], c_in1,a[0],b[0],'b0);
	full_adder ADD2 (sum[1], c_in2,a[1],b[1],c_in1);
	full_adder ADD3 (sum[2], c_in3,a[2],b[2],c_in2);
	full_adder ADD4 (sum[3], c_in4,a[3],b[3],c_in3);
	full_adder ADD5 (sum[4], c_in5,a[4],b[4],c_in4);
	full_adder ADD6 (sum[5], sum[6],a[5],b[5],c_in5);
endmodule
```

## ./run.sh

```bash
#!/bin/bash
# OpenROAD 26Q1-2900-gdf79404cd8, Yosys 0.63+post, stock flow scripts
make -C /OpenROAD-flow-scripts/flow DESIGN_CONFIG=/design/flow/config.mk WORK_HOME=/design/flow/orfs finish
```

## ./config.mk

```make
export PLATFORM = sky130hd
export DESIGN_NAME = adder6
export DESIGN_NICKNAME = adder6
export VERILOG_FILES = /design/flow/design.v
export SDC_FILE = /design/flow/constraint.sdc
export NUM_CORES = 4
export LEC_CHECK = 1
export CORE_AREA = 10 10 70 70
export DIE_AREA = 0 0 80 80
```

## ./constraint.sdc

```tcl
current_design adder6

set clk_period 4.2
set clk_io_pct 0.2

create_clock -name clk0 -period $clk_period

set non_clock_inputs [all_inputs -no_clocks]
set_input_delay [expr $clk_period * $clk_io_pct] -clock clk0 $non_clock_inputs
set_output_delay [expr $clk_period * $clk_io_pct] -clock clk0 [all_outputs]
```

==> reports/metrics.csv <==
metric;value;unit
port-buffer-count;19;
wl_met1;278;µm
yosys-top-cells-area;fa_1, buf_4, inv_1, ha_1;
ant_nets;0;
place_ws;-0.494;ns
power_frac_comb;100.0;%
first_pass_iters;1;
syn_area;203;µm²
fin_crit;4.07;ns
setup_viol;0;
fmax;246;MHz
period_used_share;96.9;%
power.density;109;nW/µm²
power_switching_share;29.7;%
routed_wl;571;µm
critPathKind;input port to primary output;
status;completed;
num_rows;21;
worstPathArrival;3.23;ns
vias;155;
place_area;398;µm²
design_area;404;µm²
grt_pass1_vias;187;
timing.slew.headroom;93.3;%
critPathRequiredTime;3.36;ns
synth_seq_share;0;%
dpl.hpwl;566;µm
combGateArea;125;µm²
power.leakage;0.174;nW
yosysCellCount;23;
ys_warn_count;10;
postLayoutSetupSlackWorst;0.132;ns
switchingPower;0.0131;mW
post_cts_buffers;0;
grt_overflow;0;
ys_chip_area;203;µm²
fin_cells;81;
synth_top_area_share;49.4;%
dpl.cell_count;81;
wl_met3;116;µm
grt_max_degree;2;
die_area;6400;µm²
yosysUniqueCellTypes;4;
via_per_inst;1.91;
p_clk_share;0;%
slew_violations;0;
initialDrtViolationCount;0;
antenna_cells;0;
antenna_found_initial;0;
die_x;80;µm
cap_violations;0;
seq_cells;0;
initCoreUtil;5.93;%
syn_area_per_cell;8.81;µm²
seq_power_share;0;%
holdBufCountCts;0;
wl_met2;175;µm
syn2layout_area_growth;99.4;%
warnings;32;
rsz0062_at_grt;false;
yosysTopAreaCell;fa_1;
most_common_cell;inv_1;
drc_errors;0;
seq_area;0;µm²
die-height;80;µm
hold_path.class;input port to primary output;
grtUsageTotal;1.79;%
core;3420;µm²
cp-start-kind;input port;
drive_gt1_share;31.4;%
synthCells;23;
common_cells;inv_1, buf_4, fa_1;
clkbuf_count;0;
globalplace.congestion;0.808;
worst_pin_slew;0.0995;ns
internal_power;0.0310;mW
fillers;399;
finalHoldViolCount;0;
io_pins;19;
crit_fanout;1;
highest_layer;met3;
ir_worst_vdd;0.0327;mV
post_drt_wl_per_cell;7.05;µm
worstSetupEndpointType;primary output;
grt_first_pass_wirelength;903;µm
area by class of cell:
class / instances / share of cell area (%)
inverter: 10 / 9.29
multi-input combinational: 6 / 31.0
tap: 46 / 14.2
timing repair buffer: 19 / 45.5
worst max-delay path, cell delays in order:
cell and delay [ns]:
dlygate4sd2_1 0.24, ha_2 0.18, inv_2 0.05, fa_2 0.18, inv_2 0.04, fa_2 0.33, fa_2 0.35, fa_2 0.52
clkdlybuf4s50_1 0.50
routing by layer:
metal  vias up  global-route usage (%)
met3         0                   0.909
met4         0                       0
met2        17                    2.49
met5         -                       0
met1        61                    2.55
li1         77                       -
power groups by stage:
| stage | sequential (mW) | clock [mW] | combinational, mW |
|---|---|---|---|
| CTS | 0 | 0 | 0.0473 |
| global route | 0 | 0 | 0.0507 |
| finish | 0 | 0 | 0.0441 |
cell usage in the layout (no fill, tap or decap):
master           synthesis  routed
clkbuf_2                 0       1
inv_1                   10       5
fa_1                     5       1
dlymetal6s2s_1           0       1
fa_2                     0       4
dlygate4sd2_1            0       3
ha_2                     0       1
inv_2                    0       5
clkdlybuf4s50_1          0      14
timing repair:
item	4_1_cts	5_1_grt
endpoints found under the hold margin	0	0
pin swaps	6	5
gates cloned	0	0
gates resized	14	3
endpoints found under the setup margin	3	3
path summary, 6_finish.rpt:
kind / startpoint / slack, ns / depth (start not counted) / endpoint
worst max-delay path: b[0] / 0.13 / 9 / sum[4]
worst min-delay path: b[5] / 2.42 / 5 / sum[5]
cells by family after synthesis:
group                    synth area share (%)
buffers and inverters                    44.4
adder cells (fa/ha/maj)                  55.6
per-stage QoR:
step                utilization [%]  total power, mW  TNS [ns]  hold slack (ns)
floorplan                         -           0.0231         0             1.85
global placement               11.6           0.0459    -0.766             2.72
detailed placement             11.6           0.0463    -0.779             2.74
CTS                            11.9           0.0473         0             2.48
global route                   11.8           0.0507         0             2.49
finish                         11.8           0.0441         0             2.42
Power is estimated from default activity; no workload was simulated.
